**flow/config.mk**
```make
export PLATFORM = sky130hd
export DESIGN_NAME = async_updown_counter
export DESIGN_NICKNAME = async_updown_counter
export VERILOG_FILES = /design/flow/design.v
export SDC_FILE = /design/flow/constraint.sdc
export NUM_CORES = 4
export LEC_CHECK = 1
export CORE_AREA = 10 10 70 70
export DIE_AREA = 0 0 80 80
```
**flow/constraint.sdc**
```tcl
current_design async_updown_counter

set clk_period 2.5
set clk_io_pct 0.2

create_clock -name clk0 -period $clk_period [get_ports {clk}]

set non_clock_inputs [all_inputs -no_clocks]
set_input_delay [expr $clk_period * $clk_io_pct] -clock clk0 $non_clock_inputs
set_output_delay [expr $clk_period * $clk_io_pct] -clock clk0 [all_outputs]
```
**flow/design.v**
```verilog
module async_updown_counter (
    input clk, rst, enable, up_down,
    output reg [3:0] count
);
always @(negedge clk or posedge rst) begin
    if (rst)
        count <= 4'b0000;
    else if (enable) begin
        if (up_down)
            count <= count + 1;
        else
            count <= count - 1;
    end
end
endmodule
```
**flow/run.sh**
```bash
#!/bin/bash
# OpenROAD 26Q1-2900-gdf79404cd8, Yosys 0.63+post, stock flow scripts
make -C /OpenROAD-flow-scripts/flow DESIGN_CONFIG=/design/flow/config.mk WORK_HOME=/design/flow/orfs finish
```
==> ci_impl_report.md <==
## Implementation flow summary

| Metric | Value |
|---|---|
| Status | `finished with violations` |
| Top reg by flops | `count` |
| Worst Tran Pin Value | `199 ps` |
| Post-DP HPWL | `580 microns` |
| Initial antenna violation count | `0` |
| Crit Reg-Reg Startpoint | `count[2]` |
| Floorplan row count | `21` |
| Synthesized area per cell | `10.2 sq um` |
| RD Place Congestion | `0.712` |
| Boundary Pins | `8` |
| Final WS setup | `-245 ps` |
| Hold Path Depth | `3` |
| Failing checks | `setup timing` |
| Sequential Power Share | `19.9%` |
| Logic area | `199 sq um` |
| Via-to-Cell Ratio | `3.29` |
| WS Path Type | `in -> reg` |
| H-tree level count | `1` |
| P_leak | `between 0.2 and 0.25 nW` |
| First-pass detailed-route iteration total | `3` |
| Int Pwr | `0.000381 W` |
| Tool Warnings | `28` |
| Antenna diodes | `0` |
| Top cells by area, synth | `dfrtn_1, ha_1, nand3_1` |
| DRT Wirelength | `818 microns` |
| Mapped Cells | `29` |
| Critical path fanouts, max | `4` |
| Setup TNS | `-429 ps` |
| Pwr per Cell Area | `1020 mW/mm^2` |
| Reg2reg path depth | `6` |
| Post-synth top area cell | `dfrtn_1` |
| Unique cell types | `17` |
| Clock root cell | `clkbuf_4` |
| FILL cells | `386` |
| Chip width | `80 microns` |
| Synthesis Warnings | `1` |
| Hold Path Class | `reg -> reg` |
| Final core utilization | `16.3%` |
| GRT Overall Usage | `2.60%` |
| Crit path launch type | `input pin` |
| Die ar. | `0.00640 sq mm` |
| Total CTS buffers | `3` |
| R2r setup slk | `870 ps` |
| First-pass GRT wire length | `1370 microns` |
| Biggest regs | `count: 4 flops` |
| DRC Markers | `0` |
| Worst r2r dst | `count[3]` |
| CP Data Arrival Time | `1580 ps` |
| Clk slew on worst S/H paths | `30 ps` |
| CP Capture Type | `flip-flop` |
| 1st-iter DRT viols | `6` |
| Port Buf Inserts | `7` |
| Flops & latches, synth | `4` |
| Synthesized area | `295 sq um` |
| Seq. cell area | `100 sq um` |
| Crit path DRT | `roughly 1300 ps` |
| Rel. slew slack | `86.7%` |
| Final setup vio count | `3` |
| Chip Area, Yosys | `roughly 300 sq um` |
| Final Max Tran Viols | `0` |
| Final hold viol count | `0` |
| Post-synth seq share | `roughly a third` |
| Clock sink count | `4` |
| Core area | `0.00342 sq mm` |
| CTS Buffer Depth | `2` |
| Unrepaired setup endpoints after global routing | `true` |
| Routed via count | `322` |
| Core Util at FP | `8.64%` |
| Number of flip-flops under the largest register name | `4` |
| Number of cells in Yosys stat | `29` |
| Psw | `0.000189 W` |
| Area Overhead vs Synth | `88.6%` |
| Combinational Power Share | `65.3%` |
| Max-cap viol count | `0` |
| Die height | `80 microns` |
| Drt wl/cell | `8.35 microns` |
| CTS tree | `done` |
| Largest net degree at the start of global routing | `9` |
| Hold_buf cts | `0` |
| Hold Crit Start | `count[0]` |
| Clk Latency, worst-skew pair | `250 ps` |
| DRT antenna net count | `0` |
| Sink of the worst hold path | `count[0]` |
| Top cell area share | `33.9%` |
| VDD IR-drop max | `roughly 0.25 mV` |
| Switching portion of total power | `33.2%` |
| GR Overflow Total | `0` |
| Vias in the first global route | `around 330` |
| Layout cells sized above 1 | `51.9%` |
| Clk network pwr share | `14.8%` |
| Clock Skew | `1.46 ps` |
## metal layers
| metal | vias to the layer above | track usage (%) | share of wire, % |
|---|---|---|---|
| li1 | 154 | - | - |
| met1 | 154 | 3.22 | 50 |
| met2 | 12 | 3.45 | 36 |
| met3 | 2 | 2.27 | 14 |
| met4 | 0 | 0.176 | 0.49 |
| met5 | - | 0 | 0 |
## stage by stage
| stage | instances | power (W) | area (sq um) | setup WS (ps) | hold slack (ps) |
|---|---|---|---|---|---|
| 2_1_floorplan | 29 | 0.000281 | 315 | -356 | 436 |
| 3_3_place_gp | 90 | 0.000438 | 499 | -973 | 530 |
| 3_5_place_dp | 90 | 0.000447 | 499 | -981 | 547 |
| 4_1_cts | 98 | 0.000553 | 549 | -233 | 657 |
| 5_1_grt | 98 | 0.000622 | 557 | -286 | 697 |
| 6_report | 98 | 0.000570 | 557 | -245 | 655 |
## layout by cell type (no fill, tap or decap)
cell             synthesis  routed
a2111o_1                 1       1
a21oi_1                  3       3
buf_2                    0       4
buf_4                    0      13
buf_6                    1       1
buf_8                    0       1
clkbuf_4                 0       3
clkdlybuf4s50_1          0       1
clkinvlp_4               0       1
dfrtn_1                  4       4
dlygate4sd2_1            0       1
fa_2                     0       1
ha_1                     2       1
ha_4                     0       1
inv_1                    3       2
mux2_4                   0       1
mux2i_1                  1       1
nand3_1                  5       5
nor2_1                   1       1
nor3b_1                  1       1
o211ai_1                 1       1
or3b_1                   1       1
or4b_1                   1       1
xnor2_2                  0       1
xor2_1                   1       1
## what timing repair did
item | CTS | global route
pin swaps | 4 | 2
gates resized | 22 | 1
setup endpoints to repair | 7 | 7
setup buffers | 5 | 0
## power by group through the flow
stage         clock [W]  combinational [W]  sequential, W
global route  0.0000932           0.000409       0.000120
finish        0.0000844           0.000372       0.000113
CTS           0.0000870           0.000353       0.000113
## logic make-up (layout without fill, tap and decap cells)
family | count (synthesis) | in the layout | share of synthesized area (%)
flops | 4 | 4 | 33.9
xor+xnor | 2 | 2 | 5.93
fa+ha+maj | 3 | 3 | 15.3
compound gates | 5 | 5 | 11.4
buf+inv | 4 | 27 | 7.63
simple gates | 9 | 9 | 18.6
mux | 2 | 2 | 7.20
## critical path: stages
cell        delay (ps)
buf_8               80
clkinvlp_4         120
ha_4               230
or4b_1             460
nand3_1            100
o211ai_1            80
## cells in the mapped netlist
| cell | instances |
|---|---|
| xnor2_1 | 1 |
| dfrtn_1 | 4 |
| ha_1 | 2 |
| or4b_1 | 1 |
| or3b_1 | 1 |
| inv_1 | 3 |
| buf_6 | 1 |
| nor2_1 | 1 |
| a21oi_1 | 3 |
| o211ai_1 | 1 |
| mux2i_1 | 1 |
| nand3_1 | 5 |
| mux2_2 | 1 |
| fa_1 | 1 |
| nor3b_1 | 1 |
| a2111o_1 | 1 |
| xor2_1 | 1 |
## worst max-delay path by stage
stage                    from  endpoint  slack (ps)  depth (start not counted)
final                 up_down  count[3]        -240                          6
after global routing  up_down  count[3]        -290                          6
after CTS             up_down  count[3]        -230                          6
## area by class of cell
type                    instances  share of cell area [%]
well taps                      46                    10.3
repair buffers                 21                    29.2
inverters                       3                    2.70
clock buffers                   3                    4.04
flip-flops and latches          4                    18.0
multi-input cells              21                    35.7
No activity file was given, so power comes from the tool's default toggle rates.
