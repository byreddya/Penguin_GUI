--- ./run.sh ---
#!/bin/bash
# OpenROAD 26Q1-2900-gdf79404cd8, Yosys 0.63+post, stock flow scripts
make -C /OpenROAD-flow-scripts/flow DESIGN_CONFIG=/design/flow/config.mk WORK_HOME=/design/flow/orfs finish
--- ./config.mk ---
export PLATFORM = sky130hd
export DESIGN_NAME = TrafficLight_FSM
export DESIGN_NICKNAME = TrafficLight_FSM
export VERILOG_FILES = /design/flow/design.v
export SDC_FILE = /design/flow/constraint.sdc
export NUM_CORES = 4
export LEC_CHECK = 1
export CORE_AREA = 10 10 70 70
export DIE_AREA = 0 0 80 80
--- ./constraint.sdc ---
current_design TrafficLight_FSM

set clk_period 1.7
set clk_io_pct 0.2

create_clock -name clk0 -period $clk_period [get_ports {clk}]

set non_clock_inputs [all_inputs -no_clocks]
set_input_delay [expr $clk_period * $clk_io_pct] -clock clk0 $non_clock_inputs
set_output_delay [expr $clk_period * $clk_io_pct] -clock clk0 [all_outputs]
--- ./design.v ---
module TrafficLight_FSM(
    input clk, rst,
    output reg [2:0] lights  
);
    typedef enum reg [1:0] {RED = 2'b00, GREEN = 2'b01, YELLOW = 2'b10} state_t;
    state_t state, next_state;
    reg [3:0] timer;
    always @(posedge clk or posedge rst) begin
        if (rst) begin
            state <= RED;
            timer <= 0;
        end
        else begin
            if (timer == 4'd10 && state == RED) begin
                state <= GREEN;
                timer <= 0;
            end
            else if (timer == 4'd8 && state == GREEN) begin
                state <= YELLOW;
                timer <= 0;
            end
            else if (timer == 4'd3 && state == YELLOW) begin
                state <= RED;
                timer <= 0;
            end
            else begin
                timer <= timer + 1;
            end
        end
    end
    always @(*) begin
        case (state)
            RED:    lights = 3'b100;
            GREEN:  lights = 3'b001;
            YELLOW: lights = 3'b010;
            default: lights = 3'b100;
        endcase
    end
endmodule
==> flow_summary.json <==
{
  "status": "complete, no violations",
  "setup_viol": 0,
  "max_stage_delay_ps": 460,
  "clock_skew_ps": 2.22,
  "fmax_mhz": 633,
  "grt_usage_pct": 2.14,
  "cp-end-kind": "primary output",
  "slew_headroom_pct": 81.7,
  "core-area_um2": 3420,
  "p_int_uw": 258,
  "clkSinkCount": 7,
  "htreeDepth": 1,
  "first_iter_violations": 11,
  "grt_pass1_wl_um": 1070,
  "yosysChipArea_um2": 385,
  "port_buffers": 4,
  "power_frac_comb_pct": 1.8,
  "p_per_area_nw_per_um2": 632,
  "netlist_instances": 37,
  "power_leakage_uw": 0.000189,
  "swShare_pct": 18.5,
  "totalWireLength_um": 613,
  "power_frac_seq_pct": 52.7,
  "critPathBufInv": 1,
  "crit_fanout": 4,
  "critPathLaunchType": "flip-flop",
  "drv_slew": 0,
  "syn_area_per_cell_um2": 10.4,
  "fin_crit_sh_pct": 92.9,
  "ys_types": 19,
  "ys_ff": 7,
  "num_vias": 259,
  "clkTransAtPathRegs_ps": 50,
  "critPathArrivalTime_ps": 1240,
  "fin_setup_tns_ps": 0,
  "drive_above_1_share_pct": 16.3,
  "clockPowerShare_pct": 45.5,
  "syn_area_um2": 385,
  "viasPerCell": 2.91,
  "period_minus_slack_ps": 1580,
  "grt_antenna_before_repair": 0,
  "cts_setup_buffers": 0,
  "die_width_um": 80,
  "grt_max_degree": 8,
  "dp.final_hpwl_um": 493,
  "hold_buffers": 0,
  "cap_violations": 0,
  "first_global_vias": 259,
  "die_h_um": 80,
  "ys_seq_share_pct": 45.8,
  "rsz0062_at_grt": "false",
  "gp_congestion": 0.816,
  "placementRows": 21,
  "tritoncts": "done",
  "cts-root-buf": "clkbuf_4",
  "die_area_um2": 6400,
  "cts_max_path_buffers": 2,
  "r2r_start": "timer[0]",
  "ys_cells": 37,
  "diodes": 0,
  "rr_endpoint": "timer[1]",
  "tightest_slew_ps": 274,
  "ant_nets": 0,
  "drc": 0,
  "p_sw_uw": 58.6,
  "io_pins": 5,
  "wl_per_cell_um": 6.89,
  "vdd_drop_max_v": 0.000153,
  "cp_slowest_cell": "clkdlybuf4s50_1",
  "ys_warn_count": 1,
  "cp_top_family": "buffers and inverters",
  "dr.pass1.iters": 4,
  "hold_viol": 0,
  "cts_buffers": 3,
  "r2r_cells": 5,
  "finalPower_uw": 317,
  "hold_path.class": "in -> async",
  "worstPathRequired_ps": 1360,
  "tool_warnings": 27,
  "cp_cell_sequence": "nor2_1, clkdlybuf4s50_1",
  "grt_overflow": 0,
  "area_growth_pct": 30.2,
  "worstSetupPathType": "reg -> out",
  "post_cts_resized": 0,
  "fp_util_pct": 11.3,
  "clock_latency_ps": 240,
  "reg2reg_setup_slack_ps": 530
}
==> synth_stat cells <==
master	count	area, um^2
ha_1	3	37.5
nor2b_1	1	6.26
nand2b_1	1	6.26
a22oi_2	1	12.5
nor2_1	6	22.5
nand2_1	2	7.51
dfrtp_1	6	150
nand3b_1	1	7.51
inv_1	4	15.0
a21oi_1	2	10.0
nand4b_1	1	8.76
xor2_1	1	8.76
a31o_1	1	8.76
dfstp_2	1	26.3
nand4bb_4	1	27.5
nand3_1	1	5.00
xnor2_1	1	8.76
o21ai_2	1	8.76
clkbuf_1	2	7.51
==> how the worst max path moves through the flow <==
| stage | startpoint | depth (start not counted) | endpoint |
|---|---|---|---|
| after CTS | state[1] | 2 | lights[2] |
| final | state[1] | 2 | lights[2] |
| after global routing | state[1] | 2 | lights[2] |
==> through the flow <==
stage	cell area [um^2]	instances	utilization, %	worst slack [ps]	hold slack [ps]
CTS	502	89	14.7	97.0	339
global placement	475	85	13.9	377	469
finish	502	89	14.7	121	335
global route	502	89	14.7	43.9	342
detailed placement	475	85	13.9	367	470
floorplan	385	37	-	628	143
==> power by group through the flow <==
stage	clock network [uW]	registers, uW	logic, uW
4_1_cts	153	167	5.97
5_1_grt	172	167	6.48
6_report	144	167	5.61
==> per-layer routing <==
metal  vias to the layer above  wire (um)  track usage (%)
met5                         -          0                0
met2                         4        233             2.89
met1                       118        293             2.42
met3                         2         77             1.93
li1                        135          -                -
met4                         0          8            0.528
==> sequential cells by signal, indices dropped and copies added (netlist names) <==
name / cells
state: 3
timer: 4
==> logic make-up (layout without fill, tap and decap cells) <==
kind of cell,Yosys count,after routing,synth area share [%]
fa+ha+maj,3,3,9.74
simple gates,14,14,23.7
xor+xnor,2,2,4.55
buf+inv,6,12,5.84
compound gates,5,5,10.4
flops,7,7,45.8
==> layout by cell type, fill, tap and decap left out, drive strengths merged, types with 2 or more instances in the layout <==
cell type and count:
ha 3, a21oi 2, clkdlybuf4s50 4, dfrtp 6, inv 4, clkbuf 4
nor2 6, nand2 2
==> area by class of cell <==
class                           instances  area [um^2]
Clock buffer                            4         26.3
Fill cell                             387         2910
Sequential cell                         7          176
Tap cell                               46         57.6
Multi-Input combinational cell         24          186
Inverter                                4         15.0
Timing Repair Buffer                    4         40.0
Power and IR drop assume default switching activity.
