==> design/flow/design.v <==
module sync_updown_counter (
    input clk, rst, enable, up_down,
    output reg [3:0] count
);
always @(posedge clk) begin
    if (rst)
        count <= 4'b0000;
    else if (enable) begin
        if (up_down)
            count <= count + 1;
        else
            count <= count - 1;
    end
end
endmodule
==> design/flow/run.sh <==
#!/bin/bash
# OpenROAD 26Q1-2900-gdf79404cd8, Yosys 0.63+post, stock flow scripts
make -C /OpenROAD-flow-scripts/flow DESIGN_CONFIG=/design/flow/config.mk WORK_HOME=/design/flow/orfs finish
==> design/flow/config.mk <==
export PLATFORM = sky130hd
export DESIGN_NAME = sync_updown_counter
export DESIGN_NICKNAME = sync_updown_counter
export VERILOG_FILES = /design/flow/design.v
export SDC_FILE = /design/flow/constraint.sdc
export NUM_CORES = 4
export LEC_CHECK = 1
export CORE_AREA = 10 10 70 70
export DIE_AREA = 0 0 80 80
==> design/flow/constraint.sdc <==
current_design sync_updown_counter

set clk_period 2.5
set clk_io_pct 0.2

create_clock -name clk0 -period $clk_period [get_ports {clk}]

set non_clock_inputs [all_inputs -no_clocks]
set_input_delay [expr $clk_period * $clk_io_pct] -clock clk0 $non_clock_inputs
set_output_delay [expr $clk_period * $clk_io_pct] -clock clk0 [all_outputs]
==> load_flow_metrics.sql <==
-- generated from flow reports
INSERT INTO impl_metrics (metric_group, metric, value, unit) VALUES
('logic_synthesis', 'synth.yosys.seq_area_share', '34.22', '%'),
('timing', 'final_critical_path_setup_slack', '0.3474', 'ns'),
('logic_synthesis', 'post_synth_ao_oa_area_fraction', '10.16', '%'),
('place', 'gp_congestion', '0.7259', ''),
('grt', 'grt_max_degree', '7', ''),
('hold_path', 'worst_hold_path.num_cells', '2', ''),
('cts', 'clkLatencyLatePin', '0.24', 'ns'),
('hold_path', 'worstHoldPathType', 'reg -> reg', ''),
('grt', 'via_count_of_the_first_global_routing_pass', '201', ''),
('routing', 'drtIter0Drc', '3', ''),
('finish', 'top_register', 'count', ''),
('timing', 'setup_viol', '0', ''),
('logic_synthesis', 'postSynthAreaPerCell', '9.749', 'um2'),
('cts', 'cts-buffers-inserted', '3', ''),
('critical_path', 'critical_path.startpoint_type', 'primary input', ''),
('floorplanning', 'row_count', '21', ''),
('logic_synthesis', 'area_share_of_fa_ha_maj_cells_after_synthesis', '19.25', '%'),
('cts', 'postCtsSetupRepairBufs', '0', ''),
('timing', 'final-hold-violation-count', '0', ''),
('critical_path', 'cp_cell_instances', 'clkdlybuf4s50_1 -> inv_1 -> ha_1 -> a21o_1 -> a21oi_2 -> mux2i_1 -> mux2_1', ''),
('critical_path', 'crit_path_max_incr_delay', '0.50', 'ns'),
('logic_synthesis', 'ys_sh_xor', '7.487', '%'),
('logic_synthesis', 'synth_cell_type_count', '14', ''),
('routing', 'drcViolationCount', '0', ''),
('grt', 'wire_length_of_the_first_global_routing_pass', '972', 'um'),
('routing', 'wirelength', '584', 'um'),
('timing', 'timing.final.max_slew_violations', '0', ''),
('critical_path', 'cp.required', '2.62', 'ns'),
('critical_path', 'critical_path_peak_fanout', '4', ''),
('floorplanning', 'initCoreUtil', '6.850', '%'),
('critical_path', 'critical_path_buf_inv_count', '2', ''),
('routing', 'routed-via-count', '187', ''),
('routing', 'routed_via_density', '2.367', ''),
('timing', 'tightest_slew_margin_relative_to_the_limit', '83.15', '%'),
('critical_path', 'depth_of_the_critical_timing_path_with_buffers_and_inverters_included', '7', ''),
('power', 'pleak', '0.1547', 'nW'),
('cts', 'clockBufferDepth', '2', ''),
('floorplanning', 'chip_area', '0.006400', 'mm2'),
('routing', 'average_wire_per_standard_cell', '7.392', 'um'),
('cts', 'cts_num_sinks', '4', ''),
('finish', 'utilization', '11.14', '%'),
('finish', 'top_regs', 'count x4', ''),
('finish', 'final_layout_top_logic_cell', 'sky130_fd_sc_hd__clkdlybuf4s50_1', ''),
('critical_path', 'worstRegToRegCells', '5', ''),
('logic_synthesis', 'netlist_area', '234.0', 'um2'),
('critical_path', 'criticalPathCategory', 'in -> reg', ''),
('finish', 'final_cell_mix', 'sky130_fd_sc_hd__clkdlybuf4s50_1, sky130_fd_sc_hd__nor2_1, sky130_fd_sc_hd__dfxtp_1, sky130_fd_sc_hd__clkbuf_4', ''),
('logic_synthesis', 'top_logic_kind', 'adder cells', ''),
('floorplanning', 'fp.dieH', '80', 'um'),
('place', 'portBuffers', '7', ''),
('job', 'maxCapViolCount', '0', ''),
('place', 'pre_cts_slack', '0.1074', 'ns'),
('job', 'openroad.warnings', '25', ''),
('timing', 'finalHoldWorstSlack', '0.5031', 'ns'),
('critical_path', 'cpLargestDelayFamily', 'buffers and inverters', ''),
('grt', 'grt_usage', '2.060', '%'),
('cts', 'clk_root_buf', 'sky130_fd_sc_hd__clkbuf_4', ''),
('cts', 'clock_tree_from_tritoncts', 'built', ''),
('critical_path', 'endpoint_kind', 'register', ''),
('logic_synthesis', 'synth.mux.area_fraction', '13.37', '%'),
('outcome', 'outcome', 'complete, no violations', ''),
('timing', 'tightest_pin_transition', '0.2520', 'ns'),
('logic_synthesis', 'ys.warnings.count', '1', ''),
('grt', 'grt_antenna_before_repair', '0', ''),
('timing', 'rsz_0062_raised_after_global_routing', 'no', ''),
('cts', 'h-tree-depth', '1', ''),
('critical_path', 'critical-path-slowest-cell', 'sky130_fd_sc_hd__clkdlybuf4s50_1', ''),
('finish', 'area_delta_synth_final', '62.57', '%'),
('timing', 'finalClockPeriodUsage', '86.10', '%'),
('cts', 'clkSlewWorstSetupHoldPaths', '0.04', 'ns'),
('power', 'cell_pwr_density', '574.4', 'mW/mm2');
## kinds of logic after synthesis
family | Yosys count
and+or+nand+nor | 7
muxes | 3
buffers and inverters | 2
adders and majority gates | 3
xor gates and xnor gates | 2
AOI/OAI and AO/OA | 3
DFF | 4
## where the power goes
group / internal (W) / total [W] / switching (W)
clock network: 0.0000537 / 0.0000806 / 0.0000269
logic: 0.0000369 / 0.0000574 / 0.0000206
registers: 0.0000724 / 0.0000804 / 0.00000806
## per-stage QoR
stage / cell area (um2) / total power [W] / instances
after detailed placement: 357.8 / 0.0001400 / 76
after CTS: 380.4 / 0.0002235 / 79
after global routing: 380.4 / 0.0002362 / 79
after global placement: 357.8 / 0.0001382 / 76
after floorplan: 234.0 / 0.0001122 / 24
final: 380.4 / 0.0002185 / 79
## Yosys cell counts
cell | instances | area (um2)
sky130_fd_sc_hd__nor2b_1 | 1 | 6.260
sky130_fd_sc_hd__ha_1 | 2 | 25.02
sky130_fd_sc_hd__a21o_1 | 1 | 7.510
sky130_fd_sc_hd__fa_1 | 1 | 20.02
sky130_fd_sc_hd__dfxtp_1 | 4 | 80.08
sky130_fd_sc_hd__a211oi_1 | 1 | 7.510
sky130_fd_sc_hd__nand2_1 | 2 | 7.510
sky130_fd_sc_hd__mux2_1 | 1 | 11.26
sky130_fd_sc_hd__clkbuf_1 | 1 | 3.750
sky130_fd_sc_hd__inv_1 | 1 | 3.750
sky130_fd_sc_hd__nor2_1 | 4 | 15.01
sky130_fd_sc_hd__a21oi_2 | 1 | 8.760
sky130_fd_sc_hd__mux2i_1 | 2 | 20.02
sky130_fd_sc_hd__xnor2_1 | 2 | 17.52
## worst paths after layout
path	start	endpoint	slack [ns]
worst max-delay path	up_down	count[3]$_SDFFE_PP0P_	0.35
worst min-delay path	count[2]$_SDFFE_PP0P_	count[2]$_SDFFE_PP0P_	0.50
worst max register to register	count[1]$_SDFFE_PP0P_	count[3]$_SDFFE_PP0P_	0.89
worst min register to register	count[2]$_SDFFE_PP0P_	count[2]$_SDFFE_PP0P_	0.50
## area by class of cell
class	count	area, um2
clock buffer	3	22.52
fill	402	3035
inverter	1	3.754
multi-input combinational	18	146.4
sequential	4	80.08
tap	46	57.56
timing repair buffer	7	70.07
## per-layer routing
| layer | wire length (um) | global-route usage (%) |
|---|---|---|
| met5 | 0 | 0 |
| met3 | 101 | 2.273 |
| met4 | 0 | 0 |
| met2 | 241 | 2.970 |
| met1 | 240 | 2.125 |
## worst min-delay path, stage by stage, from the launching register on
cell	delay [ns]
sky130_fd_sc_hd__dfxtp_1	0.32
sky130_fd_sc_hd__nor2_1	0.09
sky130_fd_sc_hd__a211oi_1	0.05
Power and IR drop assume default switching activity.
